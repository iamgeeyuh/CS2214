### design/flow/config.mk
export PLATFORM = sky130hd
export DESIGN_NAME = alu
export DESIGN_NICKNAME = alu
export VERILOG_FILES = /design/flow/design.v
export SDC_FILE = /design/flow/constraint.sdc
export NUM_CORES = 4
export LEC_CHECK = 1
export CORE_AREA = 10 10 73 73
export DIE_AREA = 0 0 83 83
### design/flow/constraint.sdc
current_design alu

set clk_period 3.8
set clk_io_pct 0.2

create_clock -name clk0 -period $clk_period

set non_clock_inputs [all_inputs -no_clocks]
set_input_delay [expr $clk_period * $clk_io_pct] -clock clk0 $non_clock_inputs
set_output_delay [expr $clk_period * $clk_io_pct] -clock clk0 [all_outputs]
### design/flow/design.v
module full_adder_nodelay(A, B, Cin, S, Cout);
   input A, B, Cin;
   output S, Cout;
   assign S = A ^ B ^ Cin;
   assign Cout = (A & B) | (A & Cin) | (B & Cin);
endmodule  
module four_bit_adder(A, B, Cin, S, Cout);
   input [3:0]  A;
   input [3:0]  B;
   input        Cin;
   output [3:0] S;
   output       Cout;
   wire         C1, C2, C3;
   full_adder_nodelay FA1(A[0], B[0], Cin, S[0], C1);
   full_adder_nodelay FA2(A[1], B[1], C1,  S[1], C2);
   full_adder_nodelay FA3(A[2], B[2], C2,  S[2], C3);
   full_adder_nodelay FA4(A[3], B[3], C3,  S[3], Cout);
endmodule
module alu(A, B, Op, S);
   input [3:0]  A;
   input [3:0]  B;
   output [3:0] S;
   input [2:0]  Op;
   wire [3:0] adder_sum, subtractor_sum;
   wire adder_Cout, subtractor_Cout;
   four_bit_adder the_adder(A, B, 1'b0, adder_sum, adder_Cout);
   four_bit_adder the_subtractor(A, ~B, 1'b1, subtractor_sum, subtractor_Cout);
   assign S = (Op == 3'b000) ? A & B : 
              (Op == 3'b001) ? A | B : 
              (Op == 3'b010) ? adder_sum: 
              (Op == 3'b100) ? A & ~B : 
              (Op == 3'b101) ? A | ~B : 
              (Op == 3'b110) ? subtractor_sum : subtractor_sum[3];
endmodule
### design/flow/run.sh
#!/bin/bash
# OpenROAD 26Q1-2900-gdf79404cd8, Yosys 0.63+post, stock flow scripts
make -C /OpenROAD-flow-scripts/flow DESIGN_CONFIG=/design/flow/config.mk WORK_HOME=/design/flow/orfs finish
==> Implementation_results.wiki <==
=== Physical design figures ===
{| class="wikitable"
! Metric !! Value
|-
| RSZ-0062 raised after global routing || false
|-
| Final estimated routing congestion in global placement || approximately 0.72
|-
| Fraction of power consumed by sequential logic || 0%
|-
| Result of the run || complete, no violations
|-
| Antenna violations before repair || 0
|-
| Inserted Diodes || 0
|-
| Final total power || 0.00009482 W
|-
| Final hold viol count || 0
|-
| Tightest slew margin relative to the limit || between 60% and 70%
|-
| Uppermost routed layer || met3
|-
| Proportion of synthesized chip area in sequential cells || 0%
|-
| Internal power component || 0.00005458 W
|-
| Switching pwr || between 0.00004 and 0.00005 W
|-
| Cells traversed along the worst timing path || dlygate4sd2_1 > buf_4 > ha_2 > fa_2 > fa_2 > xnor2_2 > a211oi_1 > o31a_2 > dlymetal6s2s_1
|-
| Max-cap violation count || 0
|-
| Final wirelength || 1.432 mm
|-
| Slew Limit Fails || 0
|-
| Cell total in the yosys stat output || 63
|-
| Slowest cell on crit path || sky130_fd_sc_hd__fa_2
|-
| Mean instance size in the synthesized netlist || just over 9 um^2
|-
| IR Drop Worst-Case VDD || 54.60 uV
|-
| Dominant logic cell types in the final layout || 15 x sky130_fd_sc_hd__ha_1, 12 x sky130_fd_sc_hd__buf_4, 9 x sky130_fd_sc_hd__inv_1
|-
| Number of warnings issued by yosys || 0
|-
| Commonest non-fill, non-tap cell in the layout || sky130_fd_sc_hd__ha_1
|-
| HPWL reported at the end of detailed placement || between 1 and 1.5 mm
|-
| Instance area after placement || roughly 850 um^2
|-
| Data required, critical path || about 3 ns
|-
| Post-Synthesis Cell Area || 579.3 um^2
|-
| Overflow left after global routing || 0
|-
| Drt first pass iters || 2
|-
| Routed wire length on met2 || approximately 700 um
|-
| Area figure in the yosys stat output || around 580 um^2
|-
| Total die size || slightly below 7000 um^2
|-
| Bufs and invs on worst path || 3
|-
| Cell family with most CP delay || adder cells
|-
| Arrival @ worst endpoint || about 2.8 ns
|-
| Die W || approximately 83 um
|-
| Count of unresolved DRC violations after routing || 0
|-
| Final setup violation count || 0
|-
| Power per cell area || 106.9 nW/um^2
|-
| Core Util at FP || between 10% and 20%
|-
| Total vias in the final route || ~510
|-
| Category of the worst setup path capture point || primary output
|-
| Core outline area || about 3700 um^2
|-
| Worst hold slack across all endpoints || ~2.4 ns
|-
| Static leakage || roughly 0.44 nW
|-
| Routed wirelength normalized by instance count || approximately 11 um
|-
| Part of the power in the clock network || 0%
|-
| Final worst path period share || approximately 94%
|-
| CLK BUF || 0
|-
| Fin Setup TNS || 0 ns
|-
| Total routing resource utilization after global routing || 3.810%
|-
| Worst Path Max Fanout || 3
|-
| Pin count of the biggest net entering global routing || 13
|-
| Boundary Pins || 15
|-
| Via count normalized by instance count || roughly 3.8
|-
| Crit path launch type || input pin
|-
| Type of the worst min-delay path || input pin to primary output
|-
| Instance count of the mapped netlist || around 63
|-
| Design Area, Final || between 800 and 900 um^2
|-
| Share of layout cells above drive strength 1 || 27.59%
|-
| # rows || 22
|-
| Switching part of the total power || a little over two fifths
|-
| Number of distinct library cell variants in the gate-level netlist after synthesis || 19
|-
| # hold bufs at CTS || 0
|-
| Number of global-route vias before repair || a little under 500
|-
| First-pass GRT wire length || ~2.4 mm
|-
| Remaining antenna violation count after routing || 0
|-
| Category of the most critical setup path || input pin to primary output
|-
| Number of sequential cells in the layout || 0
|-
| Starting DRT DRC Count || 15
|-
| Final core occ || around a quarter
|-
| Relative contribution of combinational cells to total power || 100.0%
|-
| Sequential standard cell area || 0 um^2
|-
| Warning total across the stage logs || approximately 48
|-
| Stage delay of the slowest cell on the critical path || about 0.4 ns
|-
| Most prevalent standard cell on the critical path || sky130_fd_sc_hd__fa_2
|-
| PortBufs || 15
|-
| Met1 WL || 695 um
|-
| Max Fclk || around 280 MHz
|-
| Die Height || 83 um
|-
| Tmin final || between 3 and 4 ns
|-
| Growth of design area from synthesis to finish || 53.13%
|-
| Detail Route met3 WL || 36 um
|-
| Transition at the pin with the smallest max-transition slack || between 0.4 and 0.5 ns
|}
final timing paths:
check              from  endpoint  slack, ns  cells after the start
hold / removal    Op[2]      S[2]       2.40                      4
setup / recovery   B[0]      S[3]       0.24                      9
synthesized netlist by cell type:
cell	n	area [um^2]
sky130_fd_sc_hd__o22a_1	1	8.760
sky130_fd_sc_hd__xnor2_1	2	17.52
sky130_fd_sc_hd__o21a_1	3	22.52
sky130_fd_sc_hd__nand2b_1	1	6.260
sky130_fd_sc_hd__a21oi_1	1	5.000
sky130_fd_sc_hd__o22ai_1	4	25.02
sky130_fd_sc_hd__nand2b_2	1	8.760
sky130_fd_sc_hd__nand3_1	1	5.000
sky130_fd_sc_hd__buf_2	2	10.01
sky130_fd_sc_hd__buf_6	1	11.26
sky130_fd_sc_hd__ha_1	17	212.7
sky130_fd_sc_hd__nor2_1	2	7.510
sky130_fd_sc_hd__fa_1	4	80.08
sky130_fd_sc_hd__inv_1	10	37.54
sky130_fd_sc_hd__mux2i_1	6	60.06
sky130_fd_sc_hd__a211oi_1	1	7.510
sky130_fd_sc_hd__o31a_2	2	20.02
sky130_fd_sc_hd__o221ai_1	3	26.28
sky130_fd_sc_hd__a22oi_1	1	7.510
repair_timing:
action                     CTS  global route
gates resized               13             3
setup endpoints to repair    3             2
pin swaps                    8             3
setup buffers                1             0
final cells by class:
cell class / instances / area [um^2]
Fill cell: 415 / 2856
Inverter: 10 / 37.54
Multi-Input combinational cell: 50 / 550.5
Tap cell: 48 / 60.06
Timing Repair Buffer: 27 / 239.0
cell families (layout without fill, tap and decap cells):
kind of cell    count (synthesis)  after routing  share of synthesized area (%)
fa+ha+maj                      21             21                          50.54
simple gates                    5              5                          4.752
mux                             6              6                          10.37
xor+xnor                        2              2                          3.024
buf+inv                        13             37                          10.15
compound gates                 16             16                          21.17
power groups by stage:
stage | clock network [W] | registers [W] | logic [W]
after CTS | 0 | 0 | 0.0000974
after global routing | 0 | 0 | 0.000106
final | 0 | 0 | 0.0000948
layer usage:
metal  vias to the layer above  GRT usage [%]
li1                        268              -
met1                       234          5.607
met2                         7          6.075
met3                         0         0.4921
met4                         0              0
met5                         -              0
through the flow:
stage / std cells / setup slack [ns]
6_report: 135 / 0.2402
5_1_grt: 135 / 0.1530
4_1_cts: 135 / -0.08113
3_5_place_dp: 134 / -0.3327
3_3_place_gp: 134 / -0.3216
2_1_floorplan: 63 / 0.6938
Power is estimated from default activity; no workload was simulated.
